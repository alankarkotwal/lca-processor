==> design/flow/design.v <==
module mux16x8(data0, data1, data2, data3, data4, data5, data6, data7, selectInput, out);   
	output reg [15:0] out;
	input  [15:0] data0, data1, data2, data3, data4, data5, data6, data7;
	input  [2:0] selectInput;
	always@(data0 or data1 or data2 or data3 or data4 or data5 or data6 or data7 or selectInput) begin
		case(selectInput)
			0: out = data0;
			1: out = data1;
			2: out = data2;
			3: out = data3;
			4: out = data4;
			5: out = data5;
			6: out = data6;
			7: out = data7;
		endcase
	end
endmodule
module mux16x4(data0, data1, data2, data3, selectInput, out);   
	output reg [15:0] out;
	input  [15:0] data0, data1, data2, data3;
	input  [1:0] selectInput;
	always@(data0 or data1 or data2 or data3 or selectInput) begin
		case(selectInput)
			0: out = data0;
			1: out = data1;
			2: out = data2;
			3: out = data3;
		endcase
	end
endmodule
module mux16x2(data0, data1, selectInput, out);   
	output reg [15:0] out;
	input  [15:0] data0, data1;
	input  selectInput;
	always@(data0 or data1 or selectInput) begin
		case(selectInput)
			0: out = data0;
			1: out = data1;
		endcase
	end
endmodule
module adder16(in1, in2 , out, carry);		 
	output [15:0] out;
	output        carry;
	input  [15:0] in1, in2;
	wire   [16:0] outTemp;
	assign outTemp = in1 + in2;
	assign out     = outTemp[15:0];
	assign carry   = outTemp[16];
endmodule
module nand16(in1, in2, out);		 
	input  [15:0] in1, in2;
	output [15:0] out;
	assign out = ~(in1 & in2);
endmodule
module alu(in1, in2, op, out, zero, carry); 
	output [15:0] out;
	output        zero, carry;
	input  [15:0] in1, in2;
	input         op;
	wire   [15:0] outAdd, outNand;
	wire          carryAdd;
	nor n1(zero,out[0],out[1],out[2],out[3],out[4],out[5],out[6],out[7],out[8],out[9],out[10],out[11],out[12],out[13],out[14],out[15]);
	mux16x2 m1(outAdd, outNand, op, out);
	adder16 add1(.in1(in1), .in2(in2), .out(outAdd), .carry(carryAdd));
	nand16 nand1(.in1(in1), .in2(in2), .out(outNand));
	assign carry = (op==0)?carryAdd:1'b0;
endmodule
==> design/flow/run.sh <==
#!/bin/bash
# OpenROAD 26Q1-2900-gdf79404cd8, Yosys 0.63+post, stock flow scripts
make -C /OpenROAD-flow-scripts/flow DESIGN_CONFIG=/design/flow/config.mk WORK_HOME=/design/flow/orfs finish
==> design/flow/config.mk <==
export PLATFORM = sky130hd
export DESIGN_NAME = mux16x8
export DESIGN_NICKNAME = mux16x8
export VERILOG_FILES = /design/flow/design.v
export SDC_FILE = /design/flow/constraint.sdc
export NUM_CORES = 4
export LEC_CHECK = 1
export CORE_AREA = 10 10 72 72
export DIE_AREA = 0 0 82 82
==> design/flow/constraint.sdc <==
current_design mux16x8

set clk_period 4.5
set clk_io_pct 0.2

create_clock -name clk0 -period $clk_period

set non_clock_inputs [all_inputs -no_clocks]
set_input_delay [expr $clk_period * $clk_io_pct] -clock clk0 $non_clock_inputs
set_output_delay [expr $clk_period * $clk_io_pct] -clock clk0 [all_outputs]
==> results_dict.tcl <==
# place-and-route summary
set metrics [dict create \
    outcome "finished clean" \
    tool_warnings 33 \
    fin_tns_setup_ns 0 \
    die_w_um 82 \
    grt_pass1_vias 1854 \
    drt_iter0_drc 75 \
    cts_hold_buf 0 \
    adder_share_pct 0 \
    place_congestion 0.893 \
    crit_slowest_cell "clkdlybuf4s50_1" \
    ys_area_sq_mm 0.00111 \
    yosysTopAreaCell "a22oi_1" \
    final_common_cell "clkdlybuf4s50_1" \
    yosys-top-cells-area "a22oi_1 (15%), mux2i_1 (13%), nand2b_1 (8.4%)" \
    n_clock_buffer 0 \
    crit_chain "clkdlybuf4s50_1 -> nor2b_4 -> and2_2 -> a22oi_1 -> a21oi_1 -> clkdlybuf4s50_1" \
    min_path_type "input port to output pin" \
    wl_per_cell_um 17.7 \
    row_count 22 \
    grt_max_degree 32 \
    stdcell_area_sq_mm 0.00257 \
    io_buffers 147 \
    nFillCells 324 \
    n_antenna_cell 0 \
    vias 1807 \
    cts-resized-gates 0 \
    wl_mm 6.41 \
    fmax_mhz 247 \
    chipArea_sq_mm 0.00672 \
    drt_first_pass_iters 4 \
    relSlewSlack_pct 54.6 \
    combGateArea_sq_um 968 \
    mux_area_share_pct 14.5 \
    crit_arrival_ns 3.16 \
    io_pins 147 \
    internal-power_mw 0.167 \
    die_h_um 82 \
    dpl_cell_area_sq_mm 0.00257 \
    pwr-share-clk_pct 0 \
    rsz0062_at_grt "false" \
    cp_common_cell "clkdlybuf4s50_1" \
    core-area_sq_mm 0.00369 \
    yosys_warnings 1 \
    hold_slack_ns 2.74 \
    powerDensity_mw_per_mm2 92.2 \
    gr-total-overflow 0 \
    grt_pass1_wl_mm 9.45 \
    syn_area_per_cell_sq_um 6.30 \
    syn_area_sq_mm 0.00111 \
    vdd_drop_max_v 0.0000634 \
    cap_violations 0 \
    layout_setup_ws_ns 0.443 \
    pwr-share-comb_pct 100.0 \
    initCoreUtil_pct 30.2 \
    syn_to_final_growth_pct 130 \
    dp_hpwl_mm 5.49 \
    path_max_fanout 15 \
    final_cell_mix "clkdlybuf4s50_1 (146), a22oi_1 (23), nor2_1 (20)" \
    ant_nets 0 \
    critical_path.startpoint_type "input port" \
    switching_share_pct 29.3 \
    max_stage_delay_ns 0.84 \
    finalCriticalPeriod_ns 4.06 \
    pwr-share-seq_pct 0 \
    grt_usage_pct 17.8 \
    synthAoiAreaFrac_pct 39.5 \
    simple_gate_area_share_pct 32.9 \
    cp-end-kind "output pin" \
    antenna_found_initial 0 \
    fin_crit_sh_pct 90.2 \
    regArea_sq_um 0 \
    fin_total_pwr_mw 0.237 \
    setup_viol 0 \
    synthCells 177 \
    p_leak_nw 0.980 \
    synth_seq_share_pct 0 \
    yosysUniqueCellTypes 27 \
    worst_hold_path.num_cells 4 \
    p_switching_mw 0.0694 \
    flops 0 \
    hold_viol 0 \
    required_ns 3.60 \
    drc 0 \
    synth.top_cell.area_share_pct 15.5 \
    report.final.slew_viol_count 0 \
    post_cts_buffers 0 \
    place_worst_setup_slack_ns 0.449 \
    topCombFamilyByArea "AND-OR/OR-AND gates" \
    avgViaCountPerCell 4.99 \
    tightest_slew_ns 0.681 \
    worstSetupPathType "input port to output pin" \
    drive_gt1_share_pct 4.46 \
    yosys_cells 177 \
    xor_area_share_pct 0 \
]
[power groups by stage]
stage     Sequential (mW)  Clock [mW]  Combinational, mW
6_report                0           0              0.237
5_1_grt                 0           0              0.257
4_1_cts                 0           0              0.239
[worst paths after layout]
kind           start      end  slack [ns]
min        data0[15]  out[15]        2.74
max   selectInput[0]  out[11]        0.44
[layer usage]
layer  wire length, um  vias up  GRT usage [%]
met4                 0        0           1.02
li1                  -      933              -
met3               785        0           6.61
met5                 0        -              0
met2              2990       99           30.3
met1              2630      775           22.0
[layout make-up]
class,count,share of cell area [%]
repair buffers,155,59.5
multi-input cells,156,37.7
well taps,48,2.34
inverters,3,0.439
[Yosys cell counts]
library cell	number
a22oi_1	23
nor2_1	20
mux2i_1	15
nand2_1	15
nand2b_1	15
o21ai_0	13
a21oi_1	12
a31oi_1	12
nand3_1	11
buf_2	6
buf_6	6
a22o_1	4
buf_4	4
a221oi_1	3
inv_1	3
clkbuf_1	2
nor2b_1	2
nor2b_4	2
and2_1	1
and2_2	1
mux2_2	1
nand3b_1	1
nor2_2	1
nor3_1	1
nor3b_1	1
o22ai_1	1
or3_1	1
[stage by stage]
stage	std cells	utilization [%]
after detailed placement	362	69.6
after global routing	362	69.6
final	362	69.6
after global placement	362	69.6
after floorplan	177	-
after CTS	362	69.6
[worst max-delay path: cells and delay by family]
kind	cells	cell delay (ns)
AND-OR/OR-AND	2	0.28
AND/OR/NAND/NOR	2	0.62
buffers and inverters	2	1.35
[cell families after synthesis]
| logic type | count (synthesis) |
|---|---|
| AND-OR/OR-AND | 68 |
| buffers and inverters | 21 |
| multiplexers | 16 |
| AND/OR/NAND/NOR | 72 |
Power is estimated from default activity; no workload was simulated.
