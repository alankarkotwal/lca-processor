[flow/config.mk]
export PLATFORM = sky130hd
export DESIGN_NAME = forward_Ex_stage
export DESIGN_NICKNAME = forward_Ex_stage
export VERILOG_FILES = /design/flow/design.v
export SDC_FILE = /design/flow/constraint.sdc
export NUM_CORES = 4
export LEC_CHECK = 1
export CORE_AREA = 10 10 104 104
export DIE_AREA = 0 0 114 114
[flow/constraint.sdc]
current_design forward_Ex_stage

set clk_period 4.1
set clk_io_pct 0.2

create_clock -name clk0 -period $clk_period

set non_clock_inputs [all_inputs -no_clocks]
set_input_delay [expr $clk_period * $clk_io_pct] -clock clk0 $non_clock_inputs
set_output_delay [expr $clk_period * $clk_io_pct] -clock clk0 [all_outputs]
[flow/design.v]
module forward_Ex_stage(mem_wb_op,mem_wb_regA,mem_wb_regB,mem_wb_regC,ex_mem_op,ex_mem_regA,ex_mem_regB,ex_mem_regC,regread_ex_op,regread_ex_regA,regread_ex_regB,
regread_ex_regC,F1,F2,FCCR,mem_wb_CCR_write,ex_mem_CCR_write);
parameter ADD = 6'b000000;
parameter NDU = 6'b001000;
parameter ADC = 6'b000010;
parameter ADZ = 6'b000001;
parameter ADI = 4'b0001;
parameter NDC = 6'b001010;
parameter NDZ = 6'b001001;
parameter LHI = 4'b0011;
parameter LW  = 4'b0100;
parameter SW  = 4'b0101;
parameter LM  = 4'b0110;
parameter SM  = 4'b0111;
parameter BEQ = 4'b1100;
parameter JAL = 4'b1000;
parameter JLR = 4'b1001;
input [2:0] mem_wb_regA,mem_wb_regB,mem_wb_regC,ex_mem_regA,ex_mem_regB,ex_mem_regC,regread_ex_regA,regread_ex_regB,regread_ex_regC;
input [5:0]mem_wb_op,ex_mem_op,regread_ex_op;
input mem_wb_CCR_write,ex_mem_CCR_write;
output reg [2:0]F1,F2;
output reg [1:0]FCCR;
always @ (*)
begin
	if(regread_ex_op==ADD||regread_ex_op==NDU||regread_ex_op==ADC||regread_ex_op==ADZ||regread_ex_op[5:2]==ADI||regread_ex_op==NDC||regread_ex_op==NDZ)
		begin         
			if((regread_ex_regA==ex_mem_regC)&&(ex_mem_op==ADD||ex_mem_op==NDU||ex_mem_op==ADC||ex_mem_op==ADZ
			||ex_mem_op==NDC||ex_mem_op==NDZ)&&(ex_mem_CCR_write==1'b0))
				F1 = 3'b1; 
			else if((regread_ex_regA == ex_mem_regB)&&(ex_mem_op[5:2]==ADI)
				&&(ex_mem_CCR_write==1'b0))
					F1 = 3'b1; 
			else if((regread_ex_regA==ex_mem_regA)&&(ex_mem_op[5:2]==LHI))
				F1 = 3'd5; 
			else if((regread_ex_regA==mem_wb_regC)&&(mem_wb_op==ADD||mem_wb_op==NDU||mem_wb_op==ADC
				||mem_wb_op==ADZ||mem_wb_op==NDC
				||mem_wb_op==NDZ)&&(mem_wb_CCR_write==1'b0))
					F1 = 3'd2; 
			else if((regread_ex_regA == mem_wb_regB)&&(mem_wb_op[5:2]==ADI)
				&&(mem_wb_CCR_write==1'b0))
					F1 = 3'd2; 
			else if((regread_ex_regA==mem_wb_regA)&&(mem_wb_op[5:2]==LHI))
				F1 = 3'd6; 
			else if((regread_ex_regA == mem_wb_regA)&&(mem_wb_op[5:2] ==LW||mem_wb_op[5:2] ==LM)) 
					F1 = 3'd3;  
			else if((regread_ex_regA == mem_wb_regA)&&(mem_wb_op[5:2] == JAL))
					F1 = 3'd7;  
			else  
			F1 = 3'b0;	
		end			 
		else if(regread_ex_op[5:2]==LM)
			begin
						if((regread_ex_regA == ex_mem_regC)&&(ex_mem_op==ADD||ex_mem_op==NDU
						||ex_mem_op==ADC||ex_mem_op==ADZ
									||ex_mem_op==NDC||ex_mem_op==NDZ)&&(ex_mem_CCR_write==1'b0))
							F1 = 3'b1; 
						else if((regread_ex_regA == mem_wb_regC)&&(mem_wb_op==ADD||mem_wb_op==NDU||mem_wb_op==ADC
									||mem_wb_op==ADZ||mem_wb_op==NDC
									||mem_wb_op==NDZ)&&(mem_wb_CCR_write==1'b0))
							F1 = 3'd2; 
					else if((regread_ex_regA==ex_mem_regA)&&(ex_mem_op==LHI))
							F1 = 3'd5; 
					else if((regread_ex_regA==mem_wb_regA)&&(mem_wb_op==LHI))
							F1 = 3'd6; 
					else	if((regread_ex_regA == mem_wb_regA)&&(mem_wb_op[5:2]==LW||mem_wb_op[5:2]==LM))
							F1 = 3'd3;
						else if((regread_ex_regA == mem_wb_regA)&& (mem_wb_op[5:2] ==JAL))
							F1 = 3'd7; 
				else 
					F1 = 3'b0;  
			end
		else if(regread_ex_op[5:2]==SM)
			begin
				if((regread_ex_regA == mem_wb_regC)&&(mem_wb_op==ADD||mem_wb_op==NDU||mem_wb_op==ADC
									||mem_wb_op==ADZ||mem_wb_op==NDC
									||mem_wb_op==NDZ)&&(mem_wb_CCR_write==1'b0))
							F1 = 3'd2; 
				else if((regread_ex_regA == mem_wb_regA)&&(mem_wb_op[5:2]==LW||mem_wb_op[5:2]==LM))
							F1 = 3'd3; 
				else if((regread_ex_regA==mem_wb_regA)&&(mem_wb_op==LHI))
							F1 = 3'd6; 
				else if((regread_ex_regA == mem_wb_regA)&& (mem_wb_op[5:2] ==JAL))
							F1 = 3'd7; 
				else 
					F1 = 3'b0;
			end	
		else 
				F1 = 3'b0;
end
			always @ (*)
begin
	if(regread_ex_op==ADD||regread_ex_op==NDU||regread_ex_op==ADC||regread_ex_op==ADZ||regread_ex_op==NDC||regread_ex_op==NDZ) 
				begin         
								if((regread_ex_regB==ex_mem_regC)&&(ex_mem_op==ADD||ex_mem_op==NDU||ex_mem_op==ADC||ex_mem_op==ADZ
								||ex_mem_op==NDC||ex_mem_op==NDZ)&&(ex_mem_CCR_write==1'b0))
									F2 = 3'b1; 
								else if((regread_ex_regB==ex_mem_regC)&&(mem_wb_op==ADD||mem_wb_op==NDU||mem_wb_op==ADC
								||mem_wb_op==ADZ||mem_wb_op==NDC
								||mem_wb_op==NDZ)&&(mem_wb_CCR_write==1'b0))
									F2 = 3'd2; 
							else if((regread_ex_regB==ex_mem_regA)&&(ex_mem_op[5:2]==LHI))
								F2 = 3'd5; 
							else if((regread_ex_regB==mem_wb_regA)&&(mem_wb_op[5:2]==LHI))
								F2 = 3'd6; 
							else	if((regread_ex_regB == mem_wb_regA)&&(mem_wb_op[5:2] ==LW||mem_wb_op[5:2] ==LM)) 
									F2 = 3'd3;  
								else if((regread_ex_regB == mem_wb_regA)&&(mem_wb_op[5:2] == JAL))
								F2 = 3'd7;  
							else	if((regread_ex_regB == ex_mem_regB)&&(ex_mem_op[5:2]==ADI)&&(ex_mem_CCR_write==1'b0))
									F2 = 3'b1; 
								else if((regread_ex_regB == ex_mem_regB)&&(mem_wb_op[5:2]==ADI)&&(mem_wb_CCR_write==1'b0))
									F2 = 3'd2; 
								else 
									F2 = 3'd0; 
				end			 
		else if(regread_ex_op[5:2]==LW)
			begin
						if((regread_ex_regB == ex_mem_regC)&&(ex_mem_op==ADD||ex_mem_op==NDU||ex_mem_op==ADC||ex_mem_op==ADZ
									||ex_mem_op==NDC||ex_mem_op==NDZ)&&(ex_mem_CCR_write==1'b0))
							F2 = 3'b1; 
						else if((regread_ex_regB == ex_mem_regC)&&(mem_wb_op==ADD||mem_wb_op==NDU||mem_wb_op==ADC
									||mem_wb_op==ADZ||mem_wb_op==NDC
									||mem_wb_op==NDZ)&&(mem_wb_CCR_write==1'b0))
							F2 = 3'd2; 
					else if((regread_ex_regB==ex_mem_regA)&&(ex_mem_op==LHI))
							F2 = 3'd5; 
					else if((regread_ex_regB==mem_wb_regA)&&(mem_wb_op==LHI))
							F2 = 3'd6; 
					else	if((regread_ex_regB == mem_wb_regA)&&(mem_wb_op[5:2]==LW||mem_wb_op[5:2]==LM))
							F2 = 3'd3;
						else if((regread_ex_regB == mem_wb_regA)&& (mem_wb_op[5:2] ==JAL))
							F2 = 3'd7; 
				else 
					F2 = 3'b0;  
			end
			else if(regread_ex_op[5:2]==SW)
			begin
				if((regread_ex_regB == ex_mem_regC)&&(ex_mem_op==ADD||ex_mem_op==NDU||ex_mem_op==ADC||ex_mem_op==ADZ
									||ex_mem_op==NDC||ex_mem_op==NDZ)&&(ex_mem_CCR_write==1'b0))
					F2 = 3'b1; 
				else if((regread_ex_regB == mem_wb_regC)&&(mem_wb_op==ADD||mem_wb_op==NDU||mem_wb_op==ADC
									||mem_wb_op==ADZ||mem_wb_op==NDC
									||mem_wb_op==NDZ)&&(mem_wb_CCR_write==1'b0))
					F2 = 3'd2; 
				else if((regread_ex_regB==ex_mem_regA)&&(ex_mem_op==LHI))
							F2 = 3'd5; 
				else if((regread_ex_regB==mem_wb_regA)&&(mem_wb_op==LHI))
							F2 = 3'd6; 
				else if((regread_ex_regB == mem_wb_regA)&& (mem_wb_op[5:2] ==JAL))
							F2 = 3'd7; 
				else	if((regread_ex_regB == mem_wb_regA)&&(mem_wb_op[5:2] ==LW||mem_wb_op[5:2] ==LM)) 
									F2 = 3'd3;  
				else 
					F2 = 3'd0;
			end
		else 
			F2 = 3'b0;
end
always @(*)
begin
if(regread_ex_op==ADC||regread_ex_op==ADZ||regread_ex_op==NDC||regread_ex_op==NDZ) 
		begin
		if((ex_mem_op==ADD||ex_mem_op==NDU||ex_mem_op==ADC||ex_mem_op==ADZ||ex_mem_op[5:2]==ADI||ex_mem_op==NDC||ex_mem_op==NDZ)&&(ex_mem_CCR_write==1'b0)) 
			FCCR = 2'b1;
		else if((mem_wb_op==ADD||mem_wb_op==NDU||mem_wb_op==ADC||mem_wb_op==ADZ||mem_wb_op[5:2]==ADI||mem_wb_op==NDC||mem_wb_op==NDZ)&&(mem_wb_CCR_write==1'b0))
			FCCR = 2'd2;
		else if((regread_ex_op==ADZ||regread_ex_op==NDZ)&&(ex_mem_op==LW)&&(ex_mem_CCR_write==1'b0))
			FCCR = 2'b1;
		else if((regread_ex_op==ADZ||regread_ex_op==NDZ)&&(mem_wb_op==LW)&&(mem_wb_CCR_write==1'b0))
			FCCR = 2'd2;
		else 
			FCCR = 2'b0;
		end
else 
	FCCR = 2'b0;
end
endmodule
[flow/run.sh]
#!/bin/bash
# OpenROAD 26Q1-2900-gdf79404cd8, Yosys 0.63+post, stock flow scripts
make -C /OpenROAD-flow-scripts/flow DESIGN_CONFIG=/design/flow/config.mk WORK_HOME=/design/flow/orfs finish
==> results.py <==
# Metrics from the implementation run
metrics = {
    "pwr": {
        "pwr-share-seq_pct": 0,
        "total_power_mw": 0.138,
        "clkPwrFrac_pct": 0,
        "comb_power_share_pct": 100.0,
        "power_density_mw_per_mm2": 80.3,
        "swShare_pct": 44.7,
        "peakVddDrop_v": 0.0000461,
        "internal_power_mw": 0.0764,
        "cellLeakagePower_nw": 0.589,
        "switching_power_mw": 0.0617,
    },
    "critical_path": {
        "crit_path_end_kind": "primary output",
        "path_cells": "clkdlybuf4s50_1, or2_1, or4b_4, nor2_2, a22oi_1, or3_1, nand3_2, clkdlybuf4s50_1",
        "crit_required_ns": 3.28,
        "critical_path_arrival_ns": 3.17,
        "endpoint": "F2[1]",
        "path_depth": 8,
        "slowest_stage": "or4b_4",
        "path_max_fanout": 3,
        "critPathMaxStageDelay_ns": 0.59,
        "criticalPathCategory": "in2out",
        "timing.critical_path.mode_cell": "clkdlybuf4s50_1",
        "cp_top_family": "simple AND/OR/NAND/NOR gates",
        "worst-path-buf-inv": 2,
        "cp-start-kind": "input port",
        "crit_path_start": "mem_wb_op[4]",
    },
    "synthesis": {
        "ys_sh_xor_pct": 29.5,
        "yosys_area_um2": 981,
        "synth_area_leader_cell": "xor2_1",
        "synthAoiAreaFrac_pct": 22.4,
        "ys_warn_count": 1,
        "synthCells": 154,
        "adder_share_pct": 0,
        "logic_family": "simple AND/OR/NAND/NOR gates",
        "ys_seq_share_pct": 0,
        "yosys.area_share.simple_pct": 41.6,
        "ys_cells": 154,
        "synth.area.top_cells": "xor2_1 15%, xnor2_1 14%, nor2_1 5.7%",
        "syn_area_um2": 981,
        "mux_share_pct": 0,
        "synth_cell_types": 42,
        "top_cell_area_share_pct": 15.2,
        "syn_area_per_cell_um2": 6.37,
    },
    "placed_design": {
        "pre_cts_slack_ns": -0.0757,
        "portBuffers": 52,
        "gp_congestion": 0.930,
        "post-dp-hpwl_um": 3800,
    },
    "detailed_routing": {
        "drt_iter0_drc": 78,
        "wl_um": 4200,
        "ant_nets": 0,
        "diodes": 0,
        "routed-via-count": 1264,
        "via_per_inst": 3.96,
        "drc": 0,
        "wl_per_cell_um": 13.2,
        "drtPass1Iterations": 4,
    },
    "floorplan": {
        "fp_util_pct": 11.3,
        "io_pins": 55,
        "rows": 34,
        "core_region_area_mm2": 0.00868,
        "die_h_um": 114,
        "die_w_um": 114,
        "chip_area_mm2": 0.0130,
    },
    "global_routing": {
        "grt_pass1_wl_um": 6760,
        "grt_max_degree": 10,
        "grt_pass1_vias": 1292,
        "grt_usage_pct": 6.25,
        "overflow": 0,
        "antenna_found_initial": 0,
    },
    "timing": {
        "max_slew_margin_pct": 67.1,
        "finalCriticalPeriod_ns": 3.99,
        "tightest_slew_ns": 0.481,
        "slew_violations": 0,
        "setup_violations": 0,
        "setup_slack_ns": 0.108,
        "hold_viol": 0,
        "rsz0062_at_grt": "false",
        "clock.fmax_mhz": 251,
        "period_used_pct": 97.4,
    },
    "cells_and_area": {
        "n_fill_cell": 966,
        "drive_gt1_share_pct": 10.9,
        "syn2layout_area_growth_pct": 75.4,
        "ff_count": 0,
        "register_area_um2": 0,
        "clock_buffer_count": 0,
    },
    "run": {
        "tool_warnings": 35,
        "drv_cap": 0,
    },
    "clock_network": {
        "cts_setup_buffers": 0,
    },
    "hold_path": {
        "worstHoldStart": "mem_wb_op[5]",
        "hp-class": "in2out",
    },
    "outcome": {
        "status": "complete, no violations",
    },
}
==> how the worst min path moves through the flow <==
stage	end	depth (start not counted)	slack [ns]
CTS	F1[1]	4	2.64
global route	FCCR[1]	5	2.60
finish	FCCR[1]	5	2.55
==> logic make-up after synthesis <==
group           after synthesis
compound gates               36
simple gates                 71
xor+xnor                     33
buf+inv                      14
==> routing by layer <==
layer | share of wire (%) | track usage, %
met3 | 7.1 | 1.65
met2 | 45 | 10.1
met1 | 48 | 8.64
met4 | 0 | 0
met5 | 0 | 0
==> cell type report <==
class	instances	area, um2	area share [%]
multi-input cells	140	932	54.2
repair buffers	68	642	37.3
well taps	108	135	7.85
inverters	3	11.3	0.655
==> per-stage QoR <==
stage / TNS, ns / util (%) / hold slack (ns) / instance area, um2 / instances
3_5_place_dp: -0.0757 / 19.7 / 2.80 / 1710 / 320
4_1_cts: 0 / 19.7 / 2.64 / 1710 / 320
6_report: 0 / 19.8 / 2.55 / 1720 / 319
5_1_grt: 0 / 19.8 / 2.60 / 1720 / 319
3_3_place_gp: -0.0700 / 19.7 / 2.81 / 1710 / 320
2_1_floorplan: 0 / - / 1.77 / 981 / 154
==> power groups by stage <==
stage / sequential [mW] / combinational (mW) / clock (mW)
6_report: 0 / 0.138 / 0
5_1_grt: 0 / 0.151 / 0
4_1_cts: 0 / 0.138 / 0
==> cell usage after synthesis, drive strengths merged, types with 2 or more instances <==
| library cell | instances |
|---|---|
| a2111oi | 3 |
| a21oi | 9 |
| a31oi | 3 |
| and2 | 3 |
| and3 | 2 |
| buf | 4 |
| clkbuf | 7 |
| inv | 3 |
| nand2 | 10 |
| nand3 | 8 |
| nand4 | 5 |
| nor2 | 16 |
| nor2b | 3 |
| nor3 | 8 |
| nor4 | 2 |
| nor4b | 2 |
| o21ai | 11 |
| o22ai | 3 |
| or2 | 2 |
| or3 | 2 |
| or4b | 2 |
| xnor2 | 16 |
| xor2 | 17 |
==> worst min-delay path, stage by stage <==
cell and delay [ns]:
dlymetal6s2s_1 0.11, or2_1 0.13, or4b_4 0.16, a2111oi_1 0.08, clkdlybuf4s50_1 0.43
==> cells in the final DEF, fill, tap and decap left out, drive strengths merged, types with 3 or more instances in the layout <==
master         instances
nor2b                  3
nand4                  5
nand3                  8
buf                   16
and2                   3
a21oi                  9
nor3                   8
o21ai                 11
inv                    3
xnor2                 16
xor2                  17
o22ai                  3
nor2                  16
clkdlybuf4s50         50
a31oi                  3
nand2                 10
a2111oi                3
==> what timing repair did <==
action / 4_1_cts / 5_1_grt
pin swaps: 0 / 4
resized: 1 / 5
hold buffers: 0 / 0
endpoints found under the setup margin: 1 / 4
endpoints found under the hold margin: 0 / 0
No activity file was given, so power comes from the tool's default toggle rates.
