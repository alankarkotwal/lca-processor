==> /design/flow/design.v <==
module hazard_detection(IR_load_mux,new_IR_multi,first_multiple,clk,flush_reg_ex,flush_id_reg,flush_if_id,pr1_IR,pr1_pc,pr2_IR,pr2_pc,pr3_IR,pr4_IR,pc_write,equ); 
parameter ADD = 6'b000000;
parameter NDU = 6'b001000;
parameter ADC = 6'b000010;
parameter ADZ = 6'b000001;
parameter ADI = 4'b0001;
parameter NDC = 6'b001010;
parameter NDZ = 6'b001001;
parameter LHI = 4'b0011;
parameter LW  = 4'b0100;
parameter SW  = 4'b0101;
parameter LM  = 4'b0110;
parameter SM  = 4'b0111;
parameter BEQ = 4'b1100;
parameter JAL = 4'b1000;
parameter JLR = 4'b1001;
	input clk,equ;
	input [15:0] pr1_IR,pr2_IR,pr3_IR,pr4_IR,pr1_pc,pr2_pc;
	output reg[15:0] new_IR_multi;
	output reg flush_id_reg,flush_if_id,flush_reg_ex,pc_write,first_multiple,IR_load_mux;
	wire [5:0] op1,op2,op3,op4;
	wire [7:0]LM_Imm;
	assign LM_Imm=pr1_IR[7:0];
	wire[2:0] pr1RA,pr2RA,pr3RA,pr1RB,pr2RB,pr1RC,pr2RC,pr3RC,pr4RA;
	assign op1 = {pr1_IR[15:12],pr1_IR[1:0]};
	assign op2 = {pr2_IR[15:12],pr2_IR[1:0]};
	assign op3 = {pr3_IR[15:12],pr3_IR[1:0]};
	assign op4 = {pr4_IR[15:12],pr4_IR[1:0]};
	assign pr1RA = pr1_IR[11:9];
	assign pr1RB = pr1_IR[8:6];
	assign pr1RC = pr1_IR[5:3];
	assign pr2RA = pr2_IR[11:9];
	assign pr2RB = pr2_IR[8:6];
	assign pr2RC = pr2_IR[5:3];
	assign pr3RA = pr3_IR[11:9];
	assign pr3RC = pr3_IR[5:3];
	assign pr4RA = pr4_IR[11:9];
	always@(negedge clk)  
		begin
		if((op1[5:2]==LM||op1[5:2]==SM)&&(op1!=op2))
			first_multiple=1'b1;
		else if ((op1[5:2]==LM||op1[5:2]==SM)&&(op1==op2)&&(pr1_pc!=pr2_pc))
			first_multiple=1'b1;
		else 
			first_multiple=1'b0;
		end 
	always @(negedge clk)
		begin
		new_IR_multi[15:8]=pr1_IR[15:8];
			if(op3[5:2]==BEQ&&equ==1'b1)
				begin
				flush_reg_ex=1'b1;
				flush_id_reg=1'b1;
				pc_write=1'b0; 
				end
			else if((op1==ADD||op1==NDU||op1==ADC||op1==ADZ||op1==NDC||op1==NDC||op1==NDZ)&&(pr1RC==3'b111))  
				begin
				flush_reg_ex=1'b0;
				flush_id_reg=1'b0;
				flush_if_id=1'b1;
				pc_write = 1'b1; 
				end
			else if((op2==ADD||op2==NDU||op2==ADC||op2==ADZ||op2==NDC||op2==NDC||op2==NDZ)&&(pr2RC==3'b111))
				begin
				flush_reg_ex=1'b0;
				flush_id_reg=1'b0;
				flush_if_id=1'b1;
				pc_write = 1'b1; 
				end
			else if((op3==ADD||op3==NDU||op3==ADC||op3==ADZ||op3==NDC||op3==NDC||op3==NDZ)&&(pr3RC==3'b111))
				begin
				flush_reg_ex=1'b0;
				flush_id_reg=1'b0;
				flush_if_id = 1'b1;
				pc_write = 1'b1;
				end
			else if(op1[5:2]==ADI&&pr1RB==3'b111)
				begin
				flush_reg_ex=1'b0;
				flush_id_reg=1'b0;
				flush_if_id=1'b1;
				pc_write = 1'b1;
				end
			else if(op2[5:2]==ADI&&pr2RB==3'b111)
				begin
				flush_reg_ex=1'b0;
				flush_id_reg=1'b0;
				flush_if_id=1'b1;
				pc_write = 1'b1;
				end
			else if(op3[5:2]==ADI&&pr2RB==3'b111)
				begin
				flush_reg_ex=1'b0;
				flush_id_reg=1'b0;
				flush_if_id=1'b1;
				pc_write = 1'b1;
				end
			else if((op1[5:2]==LW||op1[5:2]==LM)&&pr1RA==3'b111)
				begin
				flush_reg_ex=1'b0;
				flush_id_reg=1'b0;
				flush_if_id=1'b1;
				pc_write = 1'b1;
				end
			else if((op2[5:2]==LW||op2[5:2]==LM)&&pr2RA==3'b111)
				begin
				flush_reg_ex=1'b0;
				flush_id_reg=1'b0;
				flush_if_id=1'b1;
				pc_write = 1'b1;
				end
			else if((op3[5:2]==LW||op3[5:2]==LM)&&pr3RA==3'b111)
				begin
				flush_reg_ex=1'b0;
				flush_id_reg=1'b0;
				flush_if_id=1'b1;
				pc_write = 1'b1;
				end
			else if((op4[5:2]==LW||op4[5:2]==LM)&&pr4RA==3'b111)
				begin
				flush_reg_ex=1'b0;
				flush_id_reg=1'b0;
				flush_if_id=1'b1;
				pc_write = 1'b1;
				end
			else if(op1[5:2]==LM||op1[5:2]==SM)
			begin
					if(LM_Imm[0]==1)
					begin
					IR_load_mux=1'b1;
					pc_write=1'b1;
					new_IR_multi[0]=1'b0;
					end
				else if(LM_Imm[1]==1)
				begin
				IR_load_mux=1'b1;
				pc_write=1'b1;
					new_IR_multi[1]=1'b0;
				end
				else if(LM_Imm[2]==1)
				begin
				IR_load_mux=1'b1;
				pc_write=1'b1;
				new_IR_multi[2]=1'b0;
				end
				else if(LM_Imm[3]==1)
				begin
				IR_load_mux=1'b1;
				pc_write=1'b1;
				new_IR_multi[3]=1'b0;
				end
					else if(LM_Imm[4]==1)
					begin
					IR_load_mux=1'b1;
					pc_write=1'b1;
				new_IR_multi[4]=1'b0;
				end
					else if(LM_Imm[5]==1)
					begin
					IR_load_mux=1'b1;
					pc_write=1'b1;
					new_IR_multi[5]=1'b0;
					end
					else if(LM_Imm[6]==1)
					begin
					IR_load_mux=1'b1;
					pc_write=1'b1;
					new_IR_multi[6]=1'b0;
					end
					else if(LM_Imm[7]==1)
					begin
					IR_load_mux=1'b0;
					new_IR_multi[7]=1'b0;
					pc_write=1'b0;
					end
					else begin  
					IR_load_mux=1'b0;
					new_IR_multi[7]=1'b0;
					pc_write=1'b0;
					end
			end
			else if ((op1==ADD||op1==NDU||op1==ADC||op1==ADZ||op1==NDC||op1==NDC||op1==NDZ)
			&&((pr1RA==pr2RA)||pr1RB==pr2RA)&&(op2==LW||op2==LM)) 
				begin
				flush_reg_ex=1'b0;
				flush_id_reg=1'b0;
				flush_if_id=1'b1;
				pc_write = 1'b1;
				end
			else if((op1==ADI)&&(op2==LW||op2==LM)&&(pr1RA==pr2RA))
				begin
				flush_reg_ex=1'b0;
				flush_id_reg=1'b0;
				flush_if_id=1'b1;
				pc_write = 1'b1;
				end
			else if((op1[5:2]==LW)&&(op2[5:2]==LW||op2[5:2]==LM)&&(pr1RB==pr2RA))  
				begin
				flush_reg_ex=1'b0;
				flush_id_reg=1'b0;
				flush_if_id=1'b1;
				pc_write = 1'b1;
				end
			else if((op1[5:2]==LM)&&(op2[5:2]==LW||op2[5:2]==LM)&&(pr1RA==pr2RA))  
				begin
				flush_reg_ex=1'b0;
				flush_id_reg=1'b0;
				flush_if_id=1'b1;
				pc_write = 1'b1;
				end
			else if((op1[5:2]==SW)&&(op2[5:2]==LW||op2[5:2]==LM)&&(pr1RB==pr2RA))         
				begin
				flush_reg_ex=1'b0;
				flush_id_reg=1'b0;
				flush_if_id=1'b1;
				pc_write = 1'b1;
				end
			else if(op1[5:2]==JAL)
				begin
				flush_reg_ex=1'b0;
				flush_id_reg=1'b0;
				flush_if_id=1'b1;
				pc_write = 1'b1;
				end
			else if(op1[5:2]==JLR)
				begin
				flush_reg_ex=1'b0;
				flush_id_reg=1'b0;
				flush_if_id=1'b1;
				pc_write = 1'b1;
				end
			else if(op2[5:2]==JLR)
				begin
				flush_reg_ex=1'b0;
				flush_id_reg=1'b0;
				flush_if_id=1'b1;
				pc_write = 1'b1;
				end
			else if((op1[5:2]==SM||op1[5:2]==LM)&&(op2==ADD||op2==NDU||op2==ADC||op2==ADZ||op2==NDC||op2==NDC||op2==NDZ)&&(pr1RA==pr2RC))
				begin
				flush_reg_ex=1'b0;
				flush_id_reg=1'b0;
				flush_if_id=1'b1;
				pc_write = 1'b1;
				end
			else if((op1[5:2]==SM||op1[5:2]==LM)&&(op2[5:2]==ADI)&&(pr1RA==pr2RB))
				begin
				flush_reg_ex=1'b0;
				flush_id_reg=1'b0;
				flush_if_id=1'b1;
				pc_write = 1'b1;
				end
			else if((op1[5:2]==SM||op1[5:2]==LM)&&(op2[5:2]==LHI)&&(pr1RA==pr2RA))
				begin
				flush_reg_ex=1'b0;
				flush_id_reg=1'b0;
				flush_if_id=1'b1;
				pc_write = 1'b1;
				end
			else if((op1[5:2]==SM||op1[5:2]==LM)&&(op2[5:2]==LW||op2[5:2]==LM)&&(pr1RA==pr2RA))
				begin
				flush_reg_ex=1'b0;
				flush_id_reg=1'b0;
				flush_if_id=1'b1;
				pc_write = 1'b1;
				end
			else 
			begin
			flush_reg_ex=1'b0;
			flush_id_reg=1'b0;
			flush_if_id=1'b0;
			pc_write=1'b0;
			end
		end
		endmodule
==> /design/flow/run.sh <==
#!/bin/bash
# OpenROAD 26Q1-2900-gdf79404cd8, Yosys 0.63+post, stock flow scripts
make -C /OpenROAD-flow-scripts/flow DESIGN_CONFIG=/design/flow/config.mk WORK_HOME=/design/flow/orfs finish
==> /design/flow/config.mk <==
export PLATFORM = sky130hd
export DESIGN_NAME = hazard_detection
export DESIGN_NICKNAME = hazard_detection
export VERILOG_FILES = /design/flow/design.v
export SDC_FILE = /design/flow/constraint.sdc
export NUM_CORES = 4
export LEC_CHECK = 1
export CORE_AREA = 10 10 99 99
export DIE_AREA = 0 0 109 109
==> /design/flow/constraint.sdc <==
current_design hazard_detection

set clk_period 3.9
set clk_io_pct 0.2

create_clock -name clk0 -period $clk_period [get_ports {clk}]

set non_clock_inputs [all_inputs -no_clocks]
set_input_delay [expr $clk_period * $clk_io_pct] -clock clk0 $non_clock_inputs
set_output_delay [expr $clk_period * $clk_io_pct] -clock clk0 [all_outputs]
==> notes.md <==
flow finished, numbers: outcome complete, no violations, die area 0.0119 mm^2, vias in the first global route 1564, CP required 2.15 ns, Slew Limit Fails 0, core area 0.00773 mm^2, Via-to-Cell Ratio around 3.8, Final Hold Fails 0, HP Start flush_id_reg, Area Growth Syn to Fin 134%, # clock sinks 13, synth warn 1, Clk pwr share 0.334, setup ws final 0.0312 ns, syn_area_per_cell 8.89 um^2, Setup crit end kind flip-flop, CP delay by family, top AND-OR/OR-AND gates, pre-CTS setup slack -0.739 ns, P_int 0.372 mW, clock skew 0 ns, layout cell share with drive strength beyond 1 0.262, Detailed Place HPWL approximately 4600 um, clock root cell clkbuf_8, Area leader share 0.236, Hold EP flush_id_reg, Port-buffer cells 96, CP startpoint kind input pin, DRT iter0 DRCs 35, clk slew on worst S/H paths 0.03 ns, setup total negative slack 0 ns, grt total ovfl 0, worst r2r dst flush_id_reg, drc violations 0, Routed WL between 5000 and 6000 um, vias 1446, EDFF count, synth 2, pin count of the biggest net entering global routing 8, Final setup viols 0, YS chip area ~0.0011 mm^2, cell type with the largest total area xnor2_1, initial antenna violation count 0, Global Route Usage Sum 0.0807, Cell area leaders xnor2_1 (24%), dfxtp_1 (20%), buf_4 (6.1%), TritonCTS Buffers 3, Die Ht 109 um, max FFs per register 8, Power Dens Cells 203 mW/mm^2, worst vdd ir 0.0000646 V, Clk Latency, worst-skew pair 0.31 ns, ys async rst share 0, CP peak stage delay 0.33 ns, Routed WL per cell 13.7 um, R2R setup slack roughly 3.3 ns, ys flop type dfxtp_1, CTS tree yes, reg2reg path depth 1, total tool warning count 54, Post-Syn Area 0.00111 mm^2, cells along the critical path clkdlybuf4s15_1 > a2111oi_4 > nand4_1 > o21a_1 > and4b_4 > buf_6 > a31o_1, distinct lib cells 35, RSZ-0062 raised after global routing yes, Antenna diodes 0, Max-Cap Viols 0, Gate Count Post-Synth 125, worst path bufs/invs 2, H-tree levels 1, Net Sw Power roughly 0.16 mW, Post-synth seq share 0.252, HP Class reg2reg, FP Util 0.144, hold path depth 1, crit path kind in2reg, # rows 32, first-pass GRT wire length between 7000 and 8000 um, routability congestion estimate approximately 0.85, Synth flops 13, sw frac 0.297, crit-path max FO 4, Die W approximately 110 um, Initial DRT Pass Iterations 2, WP data arrival 2.11 ns, cells in synth_stat.txt roughly 130, Reg power frac 0.281, buffer depth of the longest clock path 2, Top Ports 120, CP max-delay cell a2111oi_4, DRT antenna net count 0, worst r2r src flush_id_reg, Comb pwr share 0.385, Pleak approximately 1.1 nW
==> cell usage after synthesis (all sizes together) (2+ instances only) <==
cell type / n
buf: 9
a21oi: 8
nand2: 2
and4: 2
nand4b: 2
xor2: 4
inv: 2
and2b: 3
o21ai: 2
nor3: 2
nor2: 6
nand3: 9
xnor2: 30
nor3b: 2
and4b: 2
nand4: 10
nand2b: 2
nor4: 3
dfxtp: 11
edfxtp: 2
==> area by class of cell <==
| cell class | instances | area, um^2 |
|---|---|---|
| clock buffer | 3 | 41.3 |
| clock inverter | 14 | 52.6 |
| fill | 776 | 5130 |
| inverter | 1 | 3.75 |
| multi-input combinational | 108 | 862 |
| sequential | 13 | 282 |
| tap | 102 | 128 |
| timing repair buffer | 136 | 1230 |
==> cells by family after synthesis <==
family	after synthesis	share of synthesized area
XOR/XNOR	34	0.268
flip-flops	13	0.252
buffers and inverters	11	0.0676
other	1	0.00338
AND-OR/OR-AND	16	0.108
AND/OR/NAND/NOR	50	0.301
==> worst max-delay path by stage <==
| stage | from | end | slack, ns | depth (start not counted) |
|---|---|---|---|---|
| CTS | pr2_IR[9] | IR_load_mux | 0.0002 | 5 |
| global route | pr2_IR[0] | IR_load_mux | -0.009 | 5 |
| finish | pr1_IR[1] | flush_id_reg | 0.03 | 7 |
==> layout by cell type, fill, tap and decap left out, types with 2 or more instances in the layout <==
cell	synthesis	final
dlygate4sd2_1	0	13
a21oi_1	8	4
inv_1	2	15
clkbuf_2	0	3
dfxtp_1	11	10
nand2_1	2	2
nand4_1	9	9
nand2b_1	2	2
a21oi_2	0	4
edfxtp_1	2	2
dlymetal6s2s_1	0	9
conb_1	1	8
xnor2_1	30	30
nor4_1	3	2
clkdlybuf4s50_1	0	61
xor2_1	4	4
clkdlybuf4s15_1	0	5
nor2_1	6	6
nor3b_4	0	2
buf_4	9	39
buf_2	0	5
nand4b_1	2	2
clkbuf_8	0	3
and4_1	2	2
nand3_1	9	8
==> repair_timing <==
| item | CTS | global route |
|---|---|---|
| buffers inserted | 2 | 0 |
| gates resized | 50 | 32 |
| hold endpoints to repair | 0 | 0 |
| pin swaps | 15 | 11 |
| hold buffers | 0 | 0 |
| setup endpoints to repair | 6 | 10 |
==> power by group through the flow <==
stage	clock network, mW	logic [mW]	registers (mW)
CTS	0.188	0.204	0.148
global route	0.208	0.220	0.149
finish	0.177	0.204	0.148
==> stage by stage <==
stage	instances	util	power, mW	hold WS [ns]	cell area (um^2)
floorplan	132	-	0.228	0.451	1140
global route	377	0.336	0.577	0.502	2600
CTS	377	0.332	0.541	0.527	2560
detailed placement	360	0.318	0.379	0.520	2450
finish	377	0.336	0.529	0.483	2600
global placement	360	0.318	0.378	0.509	2450
==> per-layer routing <==
| metal | vias up | GRT usage | part of all wire |
|---|---|---|---|
| li1 | 742 | - | - |
| met1 | 638 | 0.0938 | 0.42 |
| met2 | 59 | 0.132 | 0.46 |
| met3 | 7 | 0.0370 | 0.10 |
| met4 | 0 | 0.0207 | 0.017 |
| met5 | - | 0 | 0 |
Power is estimated from default activity; no workload was simulated.
